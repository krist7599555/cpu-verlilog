File: flow/design.v
`timescale 1ns / 1ps
module adder(S,Cout,A,B,Cin);
parameter WIDTH=31;
output	[WIDTH-1:0]	S;
output				Cout;
input	[WIDTH-1:0]	A;
input	[WIDTH-1:0]	B;
input				Cin;
assign {Cout,S}=A+B+Cin;
endmodule
File: flow/run.sh
#!/bin/bash
# OpenROAD 26Q1-2900-gdf79404cd8, Yosys 0.63+post, stock flow scripts
make -C /OpenROAD-flow-scripts/flow DESIGN_CONFIG=/design/flow/config.mk WORK_HOME=/design/flow/orfs finish
File: flow/config.mk
export PLATFORM = sky130hd
export DESIGN_NAME = adder
export DESIGN_NICKNAME = adder
export VERILOG_FILES = /design/flow/design.v
export SDC_FILE = /design/flow/constraint.sdc
export NUM_CORES = 4
export LEC_CHECK = 1
export CORE_AREA = 10 10 87 87
export DIE_AREA = 0 0 97 97
File: flow/constraint.sdc
current_design adder

set clk_period 14.5
set clk_io_pct 0.2

create_clock -name clk0 -period $clk_period

set non_clock_inputs [all_inputs -no_clocks]
set_input_delay [expr $clk_period * $clk_io_pct] -clock clk0 $non_clock_inputs
set_output_delay [expr $clk_period * $clk_io_pct] -clock clk0 [all_outputs]
==> results.txt <==
Buffers on Ports - 95
hold path cells - 3
Worst EP required - 11.60 ns
Slew Viols, Final - 0
Post CTS Setup Buffer Count - 0
die area - 9410 µm²
Flop area - 0 µm²
Critical path origin - A[0]
DRC viols - 0
Post-Syn Area - 1600 µm²
global-route congestion overflow total - 0
core area - 5640 µm²
pin count of the biggest net entering global routing - 10
syn avg cell area - 7.32 µm²
worst hold path type - in -> out
Crit. End Element - output port
Area contributors post-synth - ha_1, a21oi_1, a21o_1, xnor2_1, xor2_1
Via density - 4.93
Die H - 97 µm
routed vias - 1869
fmax - 109 MHz
GRT Resource Usage Total - 10.7%
status - completed
Layout clock buffers - 0
distinct lib cells - 43
final WL - 5250 µm
routability cong. - 0.833
minimum clock period - 9.16 ns
Rows - 27
crit-path max FO - 4
post-synthesis sequential area ratio - 0%
WP data arrival - 6.26 ns
HPWL Detailed - 4690 µm
Hold Buf Count CTS - 0
Worst Hold Launch - Cin
yosys stat area - 1600 µm²
number of diodes - 0
# fillers - 588
Max-cap violations - 0
Avg WL per Cell - 13.8 µm
IO Pins - 95
Resize count post-CTS - 0
YS warnings - 0
global-route wire length before repair - 9000 µm
Pre-antenna DRT Iters - 5
setup TNS - 0 ns
cell with the most instances after synthesis - ha_1
Syn-to-layout area delta - 63.8%
initial drt markers - 26
crit share post-route - 63.1%
hold path endpoint - S[0]
Area leader share - 23.5%
CP Launch Type - primary input
yosys cell count - 218
vias in the first global route - 1877
share of cells above drive strength 1 - 2.93%
pwr dens - 48.3 nW/µm²
Worst-Margin Slew - 0.632 ns
slew margin rel. - 57.6%
CP Class - in -> out
maximum VDD drop - 0.0203 mV
# setup viols final - 0
Mapped Cells - 218
antenna violations before repair - 0
largest area contributor in the netlist - ha_1
stage-log warning count - 32
DRT antenna net count - 0
core utilization at floorplan - 28.3%
Setup WS post-layout - 5.34 ns
die width - 97 µm
setup slack at placement - 5.33 ns
final hold violations - 0
Commonest cells post-synth - ha_1, a21oi_1, nand2_1, a21o_1, xnor2_1
Seq cells - 0
RSZ-0062 raised after global routing - no
Leak - 0.00117 µW
## metal layers
metal  vias to the layer above  wire, µm  GRT usage (%)
met2                        57      2380           18.1
met4                         0         2              0
met5                         -         0              0
li1                        992         -              -
met1                       818      2560           14.5
met3                         2       309           2.15
## cells by family after synthesis
kind of cell | synth area share [%]
AOI/OAI and AO/OA | 37.7
xor gates and xnor gates | 14.8
adders and majority gates | 26.0
buffers and inverters | 4.08
muxes | 0.627
and+or+nand+nor | 16.7
## power by group
group / switching (µW) / internal [µW] / total [µW]
logic: 48.2 / 78.0 / 126
registers: 0 / 0 / 0
clock network: 0 / 0 / 0
## cell usage in the layout, fill, tap and decap left out, types with 2 or more instances in the layout
cell type / Yosys / routed
nor3_1: 4 / 4
inv_1: 11 / 11
xnor2_1: 15 / 15
nor2_1: 8 / 8
fa_1: 2 / 2
o21bai_1: 5 / 5
nand4_1: 2 / 2
ha_1: 30 / 30
nand3_1: 8 / 8
nor4_1: 2 / 2
clkdlybuf4s50_1: 0 / 95
a21oi_2: 2 / 2
o211ai_1: 3 / 3
o21ai_1: 5 / 5
a21oi_1: 29 / 29
nand2b_1: 2 / 2
a211oi_1: 2 / 2
a31oi_1: 4 / 4
o21ai_0: 4 / 4
nor2b_1: 3 / 3
o21a_1: 2 / 2
xor2_1: 12 / 12
a21o_1: 19 / 19
nand2_1: 20 / 20
## critical path, cell delays in order
cell             delay [ns]
clkdlybuf4s50_1        0.43
fa_1                   0.47
fa_1                   0.41
a21oi_1                0.19
o21a_1                 0.18
o31ai_1                0.13
a31o_2                 0.31
a41o_1                 0.26
a221oi_1               0.31
xnor2_1                0.16
clkdlybuf4s50_1        0.49
## final cells by class
class | instances | area [µm²] | share of cell area (%)
inverters | 11 | 41.3 | 1.58
multi-input cells | 201 | 1530 | 58.6
repair buffers | 95 | 951 | 36.4
well taps | 72 | 90.1 | 3.45
## per-stage QoR
stage               hold WS [ns]  instances  cell area [µm²]  util, %  total power, µW
CTS                         6.90        379             2610     46.3              129
floorplan                   5.90        218             1600        -             59.1
finish                      6.88        379             2610     46.3              126
global route                6.93        379             2610     46.3              141
detailed placement          6.90        379             2610     46.3              128
global placement            6.90        379             2610     46.3              128
## worst max-delay path by stage
stage,end,slack (ns),cells past startpoint
6_report,S[30],5.34,11
5_1_grt,S[30],5.13,11
4_1_cts,S[30],5.31,11
Power and IR drop assume default switching activity.
