$ cat flow/design.v
`timescale 1ns / 1ps
module micropc(mpc,lpc,z,i,l,clock);
output reg	[3:0] mpc;
input		[3:0] lpc;
input	z;
input	i;
input 	l;
input	clock;
reg [3:0] mpc_new;
always @(posedge clock)
begin
	mpc=mpc_new;
end
always @(z or i or l)
begin
	if (z==1)
		mpc_new=4'b0000;
	else if (i==1)
		mpc_new=mpc+1;
	else if (l==1)
		mpc_new=lpc;
end
endmodule
$ cat flow/run.sh
#!/bin/bash
# OpenROAD 26Q1-2900-gdf79404cd8, Yosys 0.63+post, stock flow scripts
make -C /OpenROAD-flow-scripts/flow DESIGN_CONFIG=/design/flow/config.mk WORK_HOME=/design/flow/orfs finish
$ cat flow/constraint.sdc
current_design micropc

set clk_period 1.0
set clk_io_pct 0.2

create_clock -name clk0 -period $clk_period [get_ports {clock}]

set non_clock_inputs [all_inputs -no_clocks]
set_input_delay [expr $clk_period * $clk_io_pct] -clock clk0 $non_clock_inputs
set_output_delay [expr $clk_period * $clk_io_pct] -clock clk0 [all_outputs]
$ cat flow/config.mk
export PLATFORM = sky130hd
export DESIGN_NAME = micropc
export DESIGN_NICKNAME = micropc
export VERILOG_FILES = /design/flow/design.v
export SDC_FILE = /design/flow/constraint.sdc
export NUM_CORES = 4
export LEC_CHECK = 1
export CORE_AREA = 10 10 70 70
export DIE_AREA = 0 0 80 80
==> impl_metrics.tcl <==
# place-and-route summary
set metrics [dict create \
    pwr_density_cell_mw_per_mm2 905.5 \
    finish.cell_count_without_fillers 86 \
    portBuffers 11 \
    post_synth_main_area_contributors "dfxtp_1 (34%), dlxtn_1 (25%), a211oi_1 (6.3%)" \
    fin_setup_tns_ps 0 \
    p_leak_nw 0.1842 \
    critical-path-max-stage-delay_ps 310 \
    synth.largest_area_cell "dfxtp_1" \
    number_of_buffers_created_by_cts 3 \
    netlist-cell-type-count 12 \
    wire_per_inst_um 7.767 \
    final.hold.worst_slack_ps 902.5 \
    cp_num_buf_inv 1 \
    grt_pass1_wl_um 1090 \
    clk_root_buffer_cell "clkbuf_4" \
    finalHoldViolations 0 \
    postSynthCellCount 22 \
    detail-route-antenna-nets 0 \
    grt_pass1_vias 248 \
    finalSetupViolCount 0 \
    yosys_area_um2 237.7 \
    postCtsHoldBufs 0 \
    timing.critical_path.max_delay_family "flip-flops" \
    antenna_violations_before_repair 0 \
    post-place-cells 82 \
    number_of_register_pins_that_no_clock_reaches 4 \
    max_clock_freq_ghz 1.092 \
    layout-area-overhead-vs-synth_pct 95.79 \
    yosys_register_bits 8 \
    critical_setup_path_kind "reg2out" \
    worst_ep_arrival_ps 720 \
    grt_max_degree 9 \
    route.vias.total 223 \
    unrepaired_setup_endpoints_after_global_routing "no" \
    fillCellCount 401 \
    insertedDiodeCount 0 \
    openroad.warnings 25 \
    grt.total_usage_pct 2.159 \
    worstMarginPinSlew_ps 343.5 \
    synth_area_um2 237.7 \
    overflow 0 \
    whs_path_depth 1 \
    crit_path_end_kind "output port" \
    cap_violations 0 \
    worstSetupStartpointType "flop" \
    wl_um 668 \
    slew_viol_final 0 \
    fin_crit_sh_pct 91.59 \
    clkTransAtPathRegs_ps 40 \
    core_mm2 0.003416 \
    floorplan.die_area_mm2 0.006400 \
    final_weighted_congestion_in_routability_driven_placement 0.6975 \
    layout_min_cycle_time_ps 915.9 \
    fp_util_pct 6.960 \
    critical_path_slowest_stage_cell "dfxtp_2" \
    slew-limit-headroom_pct 76.93 \
    cp_data_required_time_ps 800 \
    firstDrtPassIters 2 \
    synthDominantCellAreaShare_pct 33.68 \
    die-width_um 80 \
    num_io_pins 12 \
    cts_buffer_depth 2 \
    clock_tree_from_tritoncts "built" \
    max-vdd-ir-drop_mv 0.2080 \
    htreeDepth 1 \
    drc_errors 0 \
    post_route_cells_drive_above_1_share_pct 32.50 \
    crit_path_start "mpc[0]$_DFF_P_" \
    count_of_endpoints_without_a_timing_constraint 8 \
    post_synthesis_area_per_instance_um2 10.81 \
    placementRows 21 \
    detail_route.vias_per_cell 2.593 \
    first_drt_iteration_drcs 1 \
    fp.dieH_um 80 \
    timing.hold.worst_endpoint "mpc[2]" \
    ys_warn_count 1 \
    run_status "finished, final reports clean" \
    timing.hold.worst.start "mpc[2]$_DFF_P_" \
    ys_cells 22 \
    crit_path_cell_trace "clkdlybuf4s15_1" \
    worstPathMaxFanout 2 \
    worstHoldPathType "reg2out" \
]
==> cells in the mapped netlist, drive strengths merged <==
cell type,instances
nand3,1
dfxtp,4
nor2,4
nor3,1
buf,1
mux2i,1
ha,1
dlxtn,4
xnor2,1
a211oi,3
xor2,1
==> flip-flops by register name, summed over array words and instances (netlist names) <==
| name | cells |
|---|---|
| mpc | 4 |
| mpc_new | 4 |
==> final cells by class <==
type | count | area, um2 | area share [%]
repair buffers | 16 | 147.6 | 31.72
flip-flops and latches | 8 | 145.1 | 31.18
multi-input cells | 13 | 92.59 | 19.89
well taps | 46 | 57.56 | 12.37
clock buffers | 3 | 22.52 | 4.839
==> logic make-up (layout without fill, tap and decap cells) <==
group,Yosys count,in the layout,share of synthesized area (%)
mux,1,1,4.211
latches,4,4,25.26
compound gates,3,3,11.58
simple gates,6,6,10.52
flops,4,4,33.69
fa+ha+maj,1,1,5.262
buf+inv,1,19,2.103
xor+xnor,2,2,7.370
==> power breakdown <==
group          internal, W  switching [W]
sequential        0.000169    0.000000784
clock             0.000134      0.0000645
combinational    0.0000347      0.0000182
==> how the worst max path moves through the flow <==
stage     endpoint  slack [ps]  depth (start not counted)
4_1_cts     mpc[0]          20                          1
5_1_grt     mpc[3]          30                          1
6_report    mpc[0]          80                          1
==> routing by layer <==
layer,wire (um),global-route usage (%),up-vias
met5,0,0,-
met4,30,0.8803,0
met3,150,2.386,5
met2,253,3.291,11
met1,233,1.740,96
li1,-,-,111
==> metrics by stage <==
| step | util (%) | cell area, um2 | setup WS, ps | total power [W] |
|---|---|---|---|---|
| global placement | 12.60 | 430.4 | 21.65 | 0.0002252 |
| CTS | 13.48 | 460.4 | 16.74 | 0.0004316 |
| finish | 13.63 | 465.4 | 84.13 | 0.0004215 |
| floorplan | - | 237.7 | 482.7 | 0.0001904 |
| global route | 13.63 | 465.4 | 34.00 | 0.0004620 |
| detailed placement | 12.60 | 430.4 | 12.90 | 0.0002263 |
==> timing repair <==
action                                  4_1_cts  5_1_grt
setup buffers                                 1        0
resized                                       8        4
endpoints found under the setup margin        4        4
==> placed cells by master, fill, tap and decap left out <==
cell type / n
a211oi_1: 2
a211oi_2: 1
buf_4: 5
clkbuf_4: 3
clkdlybuf4s15_1: 4
clkdlybuf4s50_1: 7
dfxtp_2: 4
dlxtn_1: 4
ha_1: 1
mux2i_1: 1
nand3_1: 1
nor2_1: 4
nor3_1: 1
xnor2_1: 1
xor2_1: 1
No activity file was given, so power comes from the tool's default toggle rates.
