[/design/flow/constraint.sdc]
current_design mux2_1

set clk_period 1.0
set clk_io_pct 0.2

create_clock -name clk0 -period $clk_period

set non_clock_inputs [all_inputs -no_clocks]
set_input_delay [expr $clk_period * $clk_io_pct] -clock clk0 $non_clock_inputs
set_output_delay [expr $clk_period * $clk_io_pct] -clock clk0 [all_outputs]
[/design/flow/run.sh]
#!/bin/bash
# OpenROAD 26Q1-2900-gdf79404cd8, Yosys 0.63+post, stock flow scripts
make -C /OpenROAD-flow-scripts/flow DESIGN_CONFIG=/design/flow/config.mk WORK_HOME=/design/flow/orfs finish
[/design/flow/design.v]
`timescale 1ns / 1ps
module mux2_1(out, in0, in1, sel);
parameter WIDTH=32;
output	[WIDTH-1:0]	out;
input	[WIDTH-1:0]	in0;
input	[WIDTH-1:0]	in1;
input				sel;
assign out=sel?in1:in0;
endmodule
[/design/flow/config.mk]
export PLATFORM = sky130hd
export DESIGN_NAME = mux2_1
export DESIGN_NICKNAME = mux2_1
export VERILOG_FILES = /design/flow/design.v
export SDC_FILE = /design/flow/constraint.sdc
export NUM_CORES = 4
export LEC_CHECK = 1
export CORE_AREA = 10 10 71 71
export DIE_AREA = 0 0 81 81
==> results.yml <==
# yosys + openroad results
status:
  status: "complete, but fails checks"
  failed_checks: "negative setup slack"
route:
  diodes: 0
  detail_route.wl_per_cell_microns: 15.4
  dr.pass1.iters: 2
  detail_route.iter0.violations: 3
  vias_per_cell: 3.82
  drt-total-wl_microns: 2880
  drt.antenna.violating_nets: 0
  remaining_drc_errors: 0
  dr_total_vias: 715
synthesis:
  adder_cell_share_of_the_synthesized_area_pct: 0
  synth_area_sq_um: 544
  synth-warning-count: 0
  synth.cellmix.simpleShare_pct: 0
  mux_area_share_pct: 86.9
  ys_sh_aoi_pct: 0
  yosys_area_sq_um: 544
  syn_inst: 36
  yosys-stat-cells: 36
  postSynthAreaPerCell_sq_um: 15.1
  synth.cellmix.xorXnorShare_pct: 0
  yosysSeqAreaShare_pct: 0
  post_synth_main_logic_family: "multiplexers"
  ys_types: 4
hold_path:
  hold_path.class: "in -> out"
  holdPathStages: 3
layout:
  final_core_util_pct: 43.8
  clkbuf_count: 0
  lay_top_cells: "dlygate4sd2_1, mux2_4, buf_6, buf_2, clkdlybuf4s50_1"
  logic_area_sq_um: 477
  layout.sequential_cells: 0
  flow.area_growth_from_synthesis_pct: 192
  most_used_logic_cell_in_the_final_layout: "dlygate4sd2_1"
  flop_area_sq_um: 0
  share_of_final_layout_standard_cells_stronger_than_drive_strength_1_pct: 54.0
  final.fill_count: 357
power_and_ir_drop:
  p_per_area_nw_per_um2: 392
  power.ir.vdd_worst_v: 0.000169
  leakage_power_total_uw: 0.000872
floorplanning:
  std_cell_rows: 22
  top_level_ports: 97
  floorplan.die.height_microns: 81
  fp-utilization_pct: 15.0
  design.core.area_sq_um: 3630
  die_width_microns: 81
  floorplan.die_area_sq_um: 6560
timing:
  report.final.setup_viol: 32
  postLayoutSetupSlackWorst_ps: -179
  timing.max_slew.rel_slack_pct: 94.2
  report.final.hold_viol_count: 0
  slew_violations: 0
  setup_total_negative_slack_ps: -3300
  fin_crit_sh_pct: 118
  worst_slew_pin_slew_ps: 87.0
  max_clock_freq_mhz: 848
  period_needed_ps: 1180
  rsz0062_at_grt: "yes"
critical_path:
  cp.required_ps: 800
  critical-path-slowest-cell: "mux2_4"
  timing.critical_path.cells: "buf_12 > buf_12 > buf_12 > mux2_4 > buf_6"
  worstSetupEndpoint: "out[4]"
  endpoint_kind: "output pin"
  critical_path.startpoint_type: "input port"
  cp_data_arrival_time_ps: 980
  cp-startpoint: "sel"
  crit_top_cell: "buf_12"
  largest_stage_delay_on_the_critical_path_ps: 290
  critical_path_peak_fanout: 6
  crit_type: "in -> out"
grt:
  pin_count_of_the_biggest_net_entering_global_routing: 11
  first_global_vias: 764
  antenna_violations_before_repair: 0
  grtUsageTotal_pct: 7.79
  grt_pass1_wl_microns: 4140
  grt_overflow_total: 0
job:
  cap_violations: 0
  tool_warnings: 34
placement:
  gp_congestion: 0.832
  post-dp-hpwl_microns: 2500
  post_place_setup_slack_ps: -512
  port-buffer-count: 97
clocking:
  ctsHoldBuffers: 0
==> cell families after synthesis <==
| kind of cell | count (synthesis) |
|---|---|
| multiplexers | 32 |
| buffers and inverters | 4 |
==> routing by layer <==
metal / wire length (microns) / share of wire, % / vias up / GRT usage, %
met5: 0 / 0 / - / 0
met4: 0 / 0 / 0 / 0
met3: 350 / 12 / 0 / 2.78
met2: 1450 / 50 / 50 / 14.3
met1: 1080 / 37 / 320 / 9.03
li1: - / - / 345 / -
==> stage by stage <==
step	instance area, sq um	power, uW	instances	hold slack (ps)
after floorplan	544	206	36	498
after global placement	1540	656	179	1170
after detailed placement	1540	661	179	1190
after CTS	1540	614	186	751
after global routing	1590	666	187	717
final	1590	624	187	691
==> cell usage after synthesis <==
cell type,number,area (sq um)
mux2_2,2,22.5
buf_12,3,60.1
mux2_4,30,450
buf_6,1,11.3
==> power by group <==
| part | internal [uW] | total, uW | switching, uW | leakage, uW |
|---|---|---|---|---|
| registers | 0 | 0 | 0 | 0 |
| logic | 487 | 624 | 137 | 0.000872 |
| clock network | 0 | 0 | 0 | 0 |
| total | 487 | 624 | 137 | 0.000872 |
==> worst min path at each step <==
stage	from	end	slack, ps
after CTS	sel	out[29]	750
after global routing	in0[29]	out[29]	720
final	in1[29]	out[29]	690
==> critical path: cells and delay by family <==
| family | cells | cell delay (ps) |
|---|---|---|
| buffers and inverters | 4 | 480 |
| multiplexers | 1 | 290 |
==> layout make-up <==
class                      count  area share, %
timing repair buffer         107           66.2
tap                           48           3.78
multi-input combinational     32           30.0
==> repair_timing <==
action | CTS | global route
pin swaps | 0 | 0
endpoints found under the setup margin | 32 | 32
resized | 171 | 10
buffers inserted | 5 | 1
gates cloned | 2 | 0
No activity file was given, so power comes from the tool's default toggle rates.
